--- ./run.sh ---
#!/bin/bash
# OpenROAD 26Q1-2900-gdf79404cd8, Yosys 0.63+post, stock flow scripts
make -C /OpenROAD-flow-scripts/flow DESIGN_CONFIG=/design/flow/config.mk WORK_HOME=/design/flow/orfs finish
--- ./config.mk ---
export PLATFORM = sky130hd
export DESIGN_NAME = uart_rx
export DESIGN_NICKNAME = uart_rx
export VERILOG_FILES = /design/flow/design.v
export SDC_FILE = /design/flow/constraint.sdc
export NUM_CORES = 4
export LEC_CHECK = 1
export CORE_UTILIZATION = 40
--- ./constraint.sdc ---
current_design uart_rx

set clk_period 3.1
set clk_io_pct 0.2

create_clock -name clk0 -period $clk_period [get_ports {clk}]

set non_clock_inputs [all_inputs -no_clocks]
set_input_delay [expr $clk_period * $clk_io_pct] -clock clk0 $non_clock_inputs
set_output_delay [expr $clk_period * $clk_io_pct] -clock clk0 [all_outputs]
--- ./design.v ---
module uart_rx(
input  wire       clk          ,  
input  wire       resetn       ,  
input  wire       uart_rxd     ,  
input  wire       uart_rx_en   ,  
output wire       uart_rx_break,  
output wire       uart_rx_valid,  
output reg  [PAYLOAD_BITS-1:0] uart_rx_data    
);
parameter   BIT_RATE        = 115200;  
localparam  BIT_P           = 1_000_000_000 * 1/BIT_RATE;  
parameter   CLK_HZ          =    100_000_000;
localparam  CLK_P           = 1_000_000_000 * 1/CLK_HZ;  
parameter   PAYLOAD_BITS    = 8;
parameter   STOP_BITS       = 1;
localparam       CYCLES_PER_BIT     = BIT_P / CLK_P;
localparam       COUNT_REG_LEN      = 1+$clog2(CYCLES_PER_BIT);
reg rxd_reg;
reg rxd_reg_0;
reg [PAYLOAD_BITS-1:0] recieved_data;
reg [COUNT_REG_LEN-1:0] cycle_counter;
reg [3:0] bit_counter;
reg bit_sample;
reg [2:0] fsm_state;
reg [2:0] n_fsm_state;
localparam FSM_IDLE = 0;
localparam FSM_START= 1;
localparam FSM_RECV = 2;
localparam FSM_STOP = 3;
assign uart_rx_break = uart_rx_valid && ~|recieved_data;
assign uart_rx_valid = fsm_state == FSM_STOP && n_fsm_state == FSM_IDLE;
always @(posedge clk) begin
    if(!resetn) begin
        uart_rx_data  <= {PAYLOAD_BITS{1'b0}};
    end else if (fsm_state == FSM_STOP) begin
        uart_rx_data  <= recieved_data;
    end
end
wire next_bit     = cycle_counter == CYCLES_PER_BIT ||
                        fsm_state       == FSM_STOP && 
                        cycle_counter   == CYCLES_PER_BIT/2;
wire payload_done = bit_counter   == PAYLOAD_BITS  ;
always @(*) begin : p_n_fsm_state
    case(fsm_state)
        FSM_IDLE : n_fsm_state = rxd_reg      ? FSM_IDLE : FSM_START;
        FSM_START: n_fsm_state = next_bit     ? FSM_RECV : FSM_START;
        FSM_RECV : n_fsm_state = payload_done ? FSM_STOP : FSM_RECV ;
        FSM_STOP : n_fsm_state = next_bit     ? FSM_IDLE : FSM_STOP ;
        default  : n_fsm_state = FSM_IDLE;
    endcase
end
integer i = 0;
always @(posedge clk) begin : p_recieved_data
    if(!resetn) begin
        recieved_data <= {PAYLOAD_BITS{1'b0}};
    end else if(fsm_state == FSM_IDLE             ) begin
        recieved_data <= {PAYLOAD_BITS{1'b0}};
    end else if(fsm_state == FSM_RECV && next_bit ) begin
        recieved_data[PAYLOAD_BITS-1] <= bit_sample;
        for ( i = PAYLOAD_BITS-2; i >= 0; i = i - 1) begin
            recieved_data[i] <= recieved_data[i+1];
        end
    end
end
always @(posedge clk) begin : p_bit_counter
    if(!resetn) begin
        bit_counter <= 4'b0;
    end else if(fsm_state != FSM_RECV) begin
        bit_counter <= {COUNT_REG_LEN{1'b0}};
    end else if(fsm_state == FSM_RECV && next_bit) begin
        bit_counter <= bit_counter + 1'b1;
    end
end
always @(posedge clk) begin : p_bit_sample
    if(!resetn) begin
        bit_sample <= 1'b0;
    end else if (cycle_counter == CYCLES_PER_BIT/2) begin
        bit_sample <= rxd_reg;
    end
end
always @(posedge clk) begin : p_cycle_counter
    if(!resetn) begin
        cycle_counter <= {COUNT_REG_LEN{1'b0}};
    end else if(next_bit) begin
        cycle_counter <= {COUNT_REG_LEN{1'b0}};
    end else if(fsm_state == FSM_START || 
                fsm_state == FSM_RECV  || 
                fsm_state == FSM_STOP   ) begin
        cycle_counter <= cycle_counter + 1'b1;
    end
end
always @(posedge clk) begin : p_fsm_state
    if(!resetn) begin
        fsm_state <= FSM_IDLE;
    end else begin
        fsm_state <= n_fsm_state;
    end
end
always @(posedge clk) begin : p_rxd_reg
    if(!resetn) begin
        rxd_reg     <= 1'b1;
        rxd_reg_0   <= 1'b1;
    end else if(uart_rx_en) begin
        rxd_reg     <= rxd_reg_0;
        rxd_reg_0   <= uart_rxd;
    end
end
endmodule
==> reports/qor.csv <==
stage;metric;value;unit
run_status;status;completed;
route;routed wire length;3.32;mm
synthesis;Post-Syn Area per Cell;9.33;um2
timing;Max Clk Rate;335;MHz
route;first drt pass iteration count;4;
route;number of remaining DRC errors;0;
clock_network;Bufs on Longest Clock Path;2;
worst_setup_path;Setup crit end kind;primary output;
timing;final period demand of the worst path;2980;ps
worst_setup_path;crit path launch type;flip-flop;
synthesis;cell accounting for the most synthesized area;dfxtp_1;
route;WL per Instance;13.2;um
route;diode count;0;
global_routing;grt ovf;0;
clock_network;clk latency of the worst-skew pair;290;ps
worst_setup_path;Critical Path Max Stage Delay;520;ps
min_path;Hold Crit Class;reg2reg;
flow_run;Tool Warnings;28;
synthesis;Post-synth regs;38;
power_and_ir_drop;pwr dens;492;mW/mm2
route;DRT antenna net count;0;
power_and_ir_drop;Leak;0.733;nW
timing;skew final;7.28;ps
timing;Final Setup Violations;0;
synthesis;Syn Inst Count;184;
worst_setup_path;WS Path Type;reg2out;
synthesis;Synth async-reset ratio;0;%
worst_setup_path;CP max stage cell;or4b_4;
synthesis;Cell Type Count;37;
flow_run;max_cap viols;0;
power_and_ir_drop;worst vdd ir;342;uV
die;FP Util;42.3;%
die;die area;0.00456;mm2
route;via count;1315;
place;dpl hpwl;2.24;mm
clock_network;CTS tree;built;
place;Port Buffer Count;13;
clock_network;Num CTS Buffers;5;
layout;number of flip-flops in the largest register;11;
layout;Core Util, Final;50.9;%
synthesis;top cell type's share of synthesized area;44.3;%
layout;Top cell excl fill/tap;dfxtp_1;
clock_network;Hold Buf Count CTS;0;
clock_network;clk sinks;38;
place;Placed Instances;240;
route;via/cell ratio;5.22;
timing;setup TNS;0;ps
synthesis;count of library flops with an enable pin;0;
global_routing;GRT Util Overall;16.1;%
layout;biggest regs;cycle_counter (11), recieved_data (8), uart_rx_data (8);
clock_network;H-tree Lvls;2;
synthesis;top cells, area;dfxtp_1, mux2i_1, nand2_1;
worst_setup_path;worst path bufs/invs;2;
timing;Final Hold Vio Count;0;
worst_setup_path;crit path max fanout;2;
worst_setup_path;CP required;2480;ps
die;Die H;67.5;um
place;Final GP Congestion;0.860;
timing;final slew viol count;0;
route;DRT iter0 DRCs;43;
timing;worst rel slew slack;48.4;%
synthesis;main flop type;dfxtp_1;
timing;fin crit share;96.2;%
worst_setup_path;Top delay family on crit path;simple AND/OR/NAND/NOR gates;
die;FP Rows;23;
worst_setup_path;crit path cell chain;inv_2 -> ha_4 -> or4b_1 -> or4b_4 -> a21oi_4 -> clkdlybuf4s50_1;
worst_setup_path;r2r setup slk;840;ps
clock_network;CTS clk-pin slew, worst paths;80;ps
synthesis;YS chip area;0.00172;mm2
die;Die W;67.5;um
layout;Reg with most FFs;cycle_counter;
global_routing;vias in the first global route;1213;
global_routing;largest net degree at the start of global routing;16;
power_and_ir_drop;Tot Pwr;0.00102;W
timing;RSZ-0062 raised after global routing;no;
clock_network;Root Buffer Master;clkbuf_8;
die;IO Pins;14;
synthesis;synthesized cell area;0.00172;mm2
layout;Finished Layout Cells;252;
worst_setup_path;CP arrival;2360;ps
timing;pin slew with the least headroom to its limit;772;ps
layout;Top Layout Cells;dfxtp_1, mux2i_1, nand2_1;
global_routing;first-pass GRT wire length;5.49;mm
global_routing;initial antenna violation count;0;
layout;share of cells above drive strength 1;11.4;%
die;core area;0.00406;mm2
synthesis;Syn. warnings;1;
synthesis;# Cells Yosys;184;
layout;P&R area growth vs syn;20.3;%
synthesis;Synth Seq Share;44.3;%
==> power by group <==
part | internal, W | total, W | switching (W)
Combinational | 0.0000114 | 0.0000252 | 0.0000138
Sequential | 0.000491 | 0.000494 | 0.00000317
Clock | 0.000322 | 0.000497 | 0.000175
Total | 0.000825 | 0.00102 | 0.000192
==> per-layer routing <==
layer / share of wire [%] / GRT usage [%]
met4: 1.3 / 2.39
met3: 2.6 / 2.74
met5: 0 / 0
met2: 42 / 24.5
met1: 54 / 25.0
==> area by class of cell <==
type | instances | area (um2)
repair buffers | 18 | 166
inverters | 7 | 26.3
fillers | 350 | 1990
clock buffers | 5 | 68.8
well taps | 50 | 62.6
multi-input cells | 131 | 910
flip-flops and latches | 38 | 763
clock inverters | 3 | 68.8
==> path summary, 6_finish.rpt <==
kind / start / end / depth (start not counted)
max: cycle_counter[0] / uart_rx_valid / 6
min: bit_sample / recieved_data[7] / 2
max reg2reg: fsm_state[3] / cycle_counter[8] / 4
min reg2reg: bit_sample / recieved_data[7] / 2
==> Yosys cell counts, types with 3 or more instances <==
master and n:
dfxtp_1 38, mux2i_1 24, nand2_1 23, nor2_1 22
nand4_1 8, xor2_1 8, inv_1 7, nand3_1 6
a21oi_1 5, ha_1 5, or3_1 3
==> through the flow <==
stage          cell area, um2  worst slack, ps  hold WS [ps]
3_3_place_gp             1870              192           450
2_1_floorplan            1720              790           437
3_5_place_dp             1870              149           456
4_1_cts                  2060             42.9           460
6_report                 2070              117           455
5_1_grt                  2070             19.3           499
==> tightest hold or removal path, cell delays in order (launching register included) <==
cell and delay (ps):
dfxtp_1 310, nand2_1 50, mux2i_1 60
==> cells by family after synthesis <==
logic type                 share of synthesized area, %
and+or+nand+nor                                    24.2
adders and majority gates                          3.64
buffers and inverters                              4.08
AOI/OAI and AO/OA                                  5.18
DFF                                                44.3
muxes                                              14.0
xor gates and xnor gates                           4.59
==> repair_timing <==
action,in CTS,in global routing
setup buffers,4,0
pin swaps,3,2
resized,8,1
endpoints found under the setup margin,2,1
Power figures rest on the tool's default switching activity, not on a simulated workload.
