## flow/run.sh

```bash
#!/bin/bash
# OpenROAD 26Q1-2900-gdf79404cd8, Yosys 0.63+post, stock flow scripts
make -C /OpenROAD-flow-scripts/flow DESIGN_CONFIG=/design/flow/config.mk WORK_HOME=/design/flow/orfs finish
```

## flow/config.mk

```make
export PLATFORM = sky130hd
export DESIGN_NAME = uart_tx
export DESIGN_NICKNAME = uart_tx
export VERILOG_FILES = /design/flow/design.v
export SDC_FILE = /design/flow/constraint.sdc
export NUM_CORES = 4
export LEC_CHECK = 1
export CORE_AREA = 10 10 103 103
export DIE_AREA = 0 0 113 113
```

## flow/constraint.sdc

```tcl
current_design uart_tx

set clk_period 1.7
set clk_io_pct 0.2

create_clock -name clk0 -period $clk_period [get_ports {clk}]

set non_clock_inputs [all_inputs -no_clocks]
set_input_delay [expr $clk_period * $clk_io_pct] -clock clk0 $non_clock_inputs
set_output_delay [expr $clk_period * $clk_io_pct] -clock clk0 [all_outputs]
```

## flow/design.v

```verilog
module uart_tx(
input  wire         clk         ,  
input  wire         resetn      ,  
output wire         uart_txd    ,  
output wire         uart_tx_busy,  
input  wire         uart_tx_en  ,  
input  wire [PAYLOAD_BITS-1:0]   uart_tx_data   
);
parameter   BIT_RATE        = 115200;  
localparam  BIT_P           = 1_000_000_000 * 1/BIT_RATE;  
parameter   CLK_HZ          =    100_000_000;
localparam  CLK_P           = 1_000_000_000 * 1/CLK_HZ;  
parameter   PAYLOAD_BITS    = 8;
parameter   STOP_BITS       = 1;
localparam       CYCLES_PER_BIT     = BIT_P / CLK_P;
localparam       COUNT_REG_LEN      = 1+$clog2(CYCLES_PER_BIT);
reg txd_reg;
reg [PAYLOAD_BITS-1:0] data_to_send;
reg [COUNT_REG_LEN-1:0] cycle_counter;
reg [3:0] bit_counter;
reg [2:0] fsm_state;
reg [2:0] n_fsm_state;
localparam FSM_IDLE = 0;
localparam FSM_START= 1;
localparam FSM_SEND = 2;
localparam FSM_STOP = 3;
assign uart_tx_busy = fsm_state != FSM_IDLE;
assign uart_txd     = txd_reg;
wire next_bit     = cycle_counter == CYCLES_PER_BIT;
wire payload_done = bit_counter   == PAYLOAD_BITS  ;
wire stop_done    = bit_counter   == STOP_BITS && fsm_state == FSM_STOP;
always @(*) begin : p_n_fsm_state
    case(fsm_state)
        FSM_IDLE : n_fsm_state = uart_tx_en   ? FSM_START: FSM_IDLE ;
        FSM_START: n_fsm_state = next_bit     ? FSM_SEND : FSM_START;
        FSM_SEND : n_fsm_state = payload_done ? FSM_STOP : FSM_SEND ;
        FSM_STOP : n_fsm_state = stop_done    ? FSM_IDLE : FSM_STOP ;
        default  : n_fsm_state = FSM_IDLE;
    endcase
end
integer i = 0;
always @(posedge clk) begin : p_data_to_send
    if(!resetn) begin
        data_to_send <= {PAYLOAD_BITS{1'b0}};
    end else if(fsm_state == FSM_IDLE && uart_tx_en) begin
        data_to_send <= uart_tx_data;
    end else if(fsm_state       == FSM_SEND       && next_bit ) begin
        for ( i = PAYLOAD_BITS-2; i >= 0; i = i - 1) begin
            data_to_send[i] <= data_to_send[i+1];
        end
    end
end
always @(posedge clk) begin : p_bit_counter
    if(!resetn) begin
        bit_counter <= 4'b0;
    end else if(fsm_state != FSM_SEND && fsm_state != FSM_STOP) begin
        bit_counter <= {COUNT_REG_LEN{1'b0}};
    end else if(fsm_state == FSM_SEND && n_fsm_state == FSM_STOP) begin
        bit_counter <= {COUNT_REG_LEN{1'b0}};
    end else if(fsm_state == FSM_STOP&& next_bit) begin
        bit_counter <= bit_counter + 1'b1;
    end else if(fsm_state == FSM_SEND && next_bit) begin
        bit_counter <= bit_counter + 1'b1;
    end
end
always @(posedge clk) begin : p_cycle_counter
    if(!resetn) begin
        cycle_counter <= {COUNT_REG_LEN{1'b0}};
    end else if(next_bit) begin
        cycle_counter <= {COUNT_REG_LEN{1'b0}};
    end else if(fsm_state == FSM_START || 
                fsm_state == FSM_SEND  || 
                fsm_state == FSM_STOP   ) begin
        cycle_counter <= cycle_counter + 1'b1;
    end
end
always @(posedge clk) begin : p_fsm_state
    if(!resetn) begin
        fsm_state <= FSM_IDLE;
    end else begin
        fsm_state <= n_fsm_state;
    end
end
always @(posedge clk) begin : p_txd_reg
    if(!resetn) begin
        txd_reg <= 1'b1;
    end else if(fsm_state == FSM_IDLE) begin
        txd_reg <= 1'b1;
    end else if(fsm_state == FSM_START) begin
        txd_reg <= 1'b0;
    end else if(fsm_state == FSM_SEND) begin
        txd_reg <= data_to_send[0];
    end else if(fsm_state == FSM_STOP) begin
        txd_reg <= 1'b1;
    end
end
endmodule
```

==> impl_metrics.tcl <==
# collected from the flow reports
set metrics [dict create \
    status "completed" \
    hold_end "data_to_send[2]" \
    synth.cell_area_um2 1300 \
    log.warning_count 29 \
    cts_tree "yes" \
    ios 13 \
    clk_latency_ps 270 \
    crit_slowest_cell "or4_4" \
    timing.rr.start "cycle_counter[10]" \
    instances_no_fill 288 \
    path_clk_slew_ps 90 \
    place_hpwl_um 2140 \
    fillers 883 \
    drt-vias-per-instance 3.75 \
    syn_avg_cell_area_um2 8.95 \
    yosysCellCount 145 \
    drt_wl_total_um 2840 \
    largest_register_ffs 11 \
    setup_viol 0 \
    die_x_um 113 \
    slew_headroom_pct 63.7 \
    wl_per_cell_um 9.84 \
    ant_nets 0 \
    rsz0062_at_grt "true" \
    critPathKind "reg -> reg" \
    r2r_end "data_to_send[4]" \
    drc 0 \
    fmax_ghz 0.593 \
    power_w 0.00121 \
    overflow 0 \
    rr_worst_depth 4 \
    cts_hold_buf 0 \
    grt_pass1_wl_um 4750 \
    antenna_cells 0 \
    rows 33 \
    syn_inst 145 \
    dieArea_um2 12800 \
    path_max_fanout 7 \
    root_buffer "clkbuf_8" \
    grt_pass1_vias 1057 \
    drive_gt1_share_pct 28.4 \
    startpoint_type "flop" \
    hold_violations 0 \
    ys.flop_type "dfxtp_1" \
    h-tree-depth 1 \
    cp-end-kind "flop" \
    numPortBuffers 12 \
    cp.required_ps 1900 \
    r2r_slack_ps 10 \
    timing.final.crit_share_pct 99.1 \
    die_h_um 113 \
    core_area_um2 8300 \
    finish.instance_area_um2 1810 \
    dp.cells 281 \
    place_congestion 0.796 \
    hold_class "reg -> reg" \
    power_density_nw_per_um2 666 \
    cts_buffer_depth 2 \
    reg.largest.list "cycle_counter: 11 flops, data_to_send: 8 flops, bit_counter: 4 flops" \
    hold_path_depth 2 \
    yosys_warnings 1 \
    dpl_cell_area_um2 1710 \
    ys_area_um2 1300 \
    grt_max_degree 15 \
    tightest_slew_ps 536 \
    drtIter0Drc 74 \
    ys_ff 26 \
    ys_seq_share_pct 40.1 \
    p_leak_nw 0.688 \
    initial_core_util_pct 15.6 \
    slowest_delay_ps 550 \
    cts_sinks 26 \
    final_core_util_pct 21.8 \
    path_cells "nand4bb_2 > or4_4 > a21oi_4 > mux2i_1" \
    arrival_ps 1890 \
    dr.pass1.iters 4 \
    clock-skew-final_ps 2.38 \
    syn2layout_area_growth_pct 39.4 \
    async_reset_ff_share_pct 0 \
    gr-usage-all-layers_pct 4.25 \
    antenna_found_initial 0 \
    maxSlewViolCount 0 \
    vdd_drop_max_mv 0.387 \
    routed-via-count 1081 \
    regMostFlops "cycle_counter" \
    cap_viol_max_count 0 \
    synth.distinct_cells 34 \
    cts_made_buffers 3 \
    fin_crit_ps 1690 \
    hp-start "data_to_send[2]" \
    enable_flop_cells 0 \
]
==> report_power, final <==
group          internal (W)  total (W)  leakage, nW  switching (W)
Clock              0.000207   0.000401       0.0288       0.000194
Combinational     0.0000923   0.000162        0.445      0.0000697
Sequential         0.000631   0.000643        0.214      0.0000115
==> cells in the mapped netlist (2+ instances only) <==
| master | n | area (µm²) |
|---|---|---|
| a21oi_1 | 4 | 20.0 |
| and3_1 | 2 | 12.5 |
| clkbuf_1 | 3 | 11.3 |
| dfxtp_1 | 26 | 521 |
| ha_1 | 5 | 62.6 |
| inv_1 | 6 | 22.5 |
| mux2i_1 | 4 | 40.0 |
| nand2_1 | 20 | 75.1 |
| nand2b_1 | 2 | 12.5 |
| nand3_1 | 4 | 20.0 |
| nand4_1 | 4 | 25.0 |
| nor2_1 | 18 | 67.6 |
| nor3_1 | 2 | 10.0 |
| nor3b_1 | 2 | 15.0 |
| nor4_1 | 2 | 12.5 |
| o211ai_1 | 4 | 30.0 |
| o21a_1 | 3 | 22.5 |
| o221a_2 | 3 | 33.8 |
| o31a_1 | 2 | 17.5 |
| or2_2 | 4 | 25.0 |
| xnor2_1 | 8 | 70.1 |
| xor2_1 | 5 | 43.8 |
==> layout make-up <==
type	instances	area, µm²	share of cell area (%)
clock buffer	4	55.1	3.04
inverter	6	22.5	1.24
multi-input combinational	108	736	40.7
sequential	26	527	29.1
tap	105	131	7.26
timing repair buffer	39	338	18.7
==> worst max-delay path, delay by kind of cell, from the launching register on <==
kind | cells | cell delay [ps]
flip-flops | 1 | 330
AND/OR/NAND/NOR | 2 | 790
multiplexers | 1 | 220
AND-OR/OR-AND | 1 | 280
==> what timing repair did <==
action / 4_1_cts / 5_1_grt
gates resized: 9 / 5
hold endpoints to repair: 0 / 0
pin swaps: 0 / 2
setup buffers: 3 / 0
endpoints found under the setup margin: 5 / 20
==> metal layers <==
layer,vias up,global-route usage [%],share of wire [%]
li1,577,-,-
met5,-,0,0
met2,12,6.95,46
met1,490,5.66,48
met4,0,0.931,2.4
met3,2,0.855,3.3
==> worst max-delay path by stage <==
stage / startpoint / endpoint / slack [ps] / depth (start not counted)
5_1_grt: cycle_counter[0] / data_to_send[6] / -90 / 6
4_1_cts: cycle_counter[0] / data_to_send[4] / 5 / 6
6_report: cycle_counter[10] / data_to_send[4] / 10 / 4
==> stage by stage <==
step	setup TNS (ps)	setup WS [ps]	hold slack, ps
after floorplan	0	38.5	430
after global placement	-8.38	-8.38	439
after detailed placement	-179	-91.5	450
after CTS	0	4.91	466
after global routing	-511	-92.9	495
final	0	14.5	464
==> cells in the final DEF, fill, tap and decap left out, types with 3 or more instances in the layout <==
cell              n
dfxtp_1          21
clkbuf_8          4
o211ai_1          4
inv_2             3
xnor2_1           8
nor2_1           17
dfxtp_2           5
buf_4            26
xor2_1            5
o21a_1            3
nand3_1           4
a21oi_1           4
mux2i_1           4
clkdlybuf4s50_1  11
nand2_1          20
inv_1             3
o221a_2           3
or2_2             3
ha_1              5
nand4_1           4
==> kinds of logic after synthesis <==
group	synth area share (%)
buffers and inverters	4.53
AND-OR/OR-AND	13.3
flip-flops	40.1
adder cells (fa/ha/maj)	4.82
AND/OR/NAND/NOR	24.5
XOR/XNOR	8.78
multiplexers	3.95
Power figures rest on the tool's default switching activity, not on a simulated workload.
